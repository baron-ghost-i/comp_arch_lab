===== ./run.sh =====
#!/bin/bash
# OpenROAD 26Q1-2900-gdf79404cd8, Yosys 0.63+post, stock flow scripts
make -C /OpenROAD-flow-scripts/flow DESIGN_CONFIG=/design/flow/config.mk WORK_HOME=/design/flow/orfs finish

===== ./config.mk =====
export PLATFORM = sky130hd
export DESIGN_NAME = control_unit
export DESIGN_NICKNAME = control_unit
export VERILOG_FILES = /design/flow/design.v
export SDC_FILE = /design/flow/constraint.sdc
export NUM_CORES = 4
export LEC_CHECK = 1
export CORE_AREA = 10 10 95 95
export DIE_AREA = 0 0 105 105

===== ./constraint.sdc =====
current_design control_unit

set clk_period 9.6
set clk_io_pct 0.2

create_clock -name clk0 -period $clk_period

set non_clock_inputs [all_inputs -no_clocks]
set_input_delay [expr $clk_period * $clk_io_pct] -clock clk0 $non_clock_inputs
set_output_delay [expr $clk_period * $clk_io_pct] -clock clk0 [all_outputs]

===== ./design.v =====
`timescale 1ns / 1ps
module HA (
    input A, B,
    output S, Cout
);
    assign S = A^B;
    assign Cout = A&B;
endmodule
module FA (
    input A, B, Cin,
    output S, Cout
);
    assign S = A^B^Cin;
    assign Cout = (A&B) | (B&Cin) | (Cin&A);
endmodule
module RCA #(
    parameter N = 4
)(
    input [N-1:0] A, B,
    input Cin,
    output [N-1:0] S,
    output Cout
);
    genvar i;
    wire [N-1:0] C;
    assign Cout = C[N-1];
    FA fa0(.A(A[0]), .B(B[0]), .Cin(Cin), .S(S[0]), .Cout(C[0]));
    generate
    for(i=1; i<N; i=i+1) begin
        FA fa(.A(A[i]), .B(B[i]), .Cin(C[i-1]), .S(S[i]), .Cout(C[i]));
    end
    endgenerate
endmodule
module RCA_SUB #(
    parameter N = 4
)(
    input [N-1:0] A, B,
    input Bin,
    output [N-1:0] D,
    output Bout
);
    wire [N-1:0] B_comp = ~B;
    wire temp;
    assign Bout = ~temp;
    RCA #(.N(N)) rca(.A(A), .B(B_comp), .Cin(~Bin), .S(D), .Cout(temp));
endmodule
module adder_2s_comp #(
    parameter N = 4
)(
    input [N-1:0] A, B,
    input Cin,
    output [N-1:0] S,
    output Ov, Cout
);
    genvar i;
    wire [N-1:0] C;
    FA fa0(.A(A[0]), .B(B[0]), .Cin(Cin), .S(S[0]), .Cout(C[0]));
    generate
    for(i=1; i<N; i=i+1) begin: fa
        FA fa(.A(A[i]), .B(B[i]), .Cin(C[i-1]), .S(S[i]), .Cout(C[i]));
    end
    endgenerate
    assign Cout = C[N-1];
    assign Ov = C[N-2]^C[N-1];
endmodule
`timescale 1ns/1ps
module MUX_4_1(
    input [3:0] I0, I1, I2, I3,
    input [1:0] S,
    output logic [3:0] Y
);
    always_comb begin : mux
        case(S)
            2'b00: Y = I0;
            2'b01: Y = I1; 
            2'b10: Y = I2; 
            2'b11: Y = I3;
            default: Y = 4'b0;
        endcase
    end
endmodule
module ALU(
    input [3:0] ALU_cont,
    input [3:0] A, B,
    input Cin,  
    output [3:0] X,
    output Zero, Overflow,
    output Cout  
);
    wire carry_borrow_out;
    wire slt;
    wire invA = ALU_cont[3], invB = ALU_cont[2];
    wire [1:0] ALUOp = ALU_cont[1:0];
    wire [3:0] mux_in [0:3];
    MUX_4_1 mux(.I0(mux_in[0]), .I1(mux_in[1]), .I2(mux_in[2]), .I3(mux_in[3]), .S(ALUOp), .Y(X));
    wire [3:0] A_in = A^{4{invA}}, B_in = B^{4{invB}}; 
    assign mux_in[0] = A_in & B_in;
    assign mux_in[1] = A_in | B_in;
    adder_2s_comp add_sub(.A(A_in), .B(B_in), .Cin(Cin), .S(mux_in[2]), .Cout(carry_borrow_out), .Ov(Overflow));
    assign slt = Overflow ?
            (invB & A[3]) | (invA & B[3]) :  
            mux_in[2][3];  
    assign mux_in[3] = {3'b0, slt};
    assign Cout = carry_borrow_out;
    assign Zero = ~|X;
endmodule
`timescale 1ns/1ps
module ALU_8bit (
    input [3:0] ALU_cont,
    input [7:0] A, B,
    input Cin,
    output [7:0] X,
    output Zero, Overflow, Cout
);
    wire z0, z1, carry, slt;
    wire [7:0] X_pre;
    wire ov[1:0];
    assign Zero = z0 & z1;
    assign overflow = (A[7]^B[7])&(A[7]^X_pre[7]);
    ALU lsb(.ALU_cont({ALU_cont[3:1], (~ALU_cont[1])&ALU_cont[0]}), .A(A[3:0]), .B(B[3:0]), .Cin(Cin^(ALU_cont[3]|ALU_cont[2])), .X(X_pre[3:0]), .Zero(z0), .Cout(carry), .Overflow(ov[0])); 
    ALU msb(.ALU_cont({ALU_cont[3:1], (~ALU_cont[1])&ALU_cont[0]}), .A(A[7:4]), .B(B[7:4]), .Cin(carry), .X(X_pre[7:4]), .Zero(z1), .Cout(Cout), .Overflow(ov[1]));
    assign slt = A[7]^B[7] ?
            (ALU_cont[2] & A[7]) | (ALU_cont[3] & B[7]) :
            X_pre[7];
    assign Overflow = ov[1];
    assign X = (ALU_cont[1]&ALU_cont[0]) ? {7'b0, slt} : X_pre;
endmodule
`timescale 1ns/1ps
module control_unit (
    input Ctrl1, Ctrl0,
    input [3:0] A, B,
    output logic [3:0] ResL, ResH,
    output logic Zero, Overflow, Cout
);
    wire [7:0] res_mult;
    wire [7:0] res_alu;
    wire z, ov, cout;
    assign Zero = ~|{ResH, ResL};
    assign Cout = (~Ctrl1)&cout;
    assign Overflow = (~Ctrl1)&ov;
    ALU_8bit alu(
        .ALU_cont({1'b0, Ctrl0&(~Ctrl1), (~Ctrl1), 1'b0}),
        .A({{4{A[3]}}, A}), .B({{4{B[3]}}, B}), .Cin(1'b0),
        .X(res_alu), .Zero(z), .Overflow(ov), .Cout(cout)
    );
    signedMultiplier mult(.A(A), .B(B), .P(res_mult));
    assign ResL = Ctrl1&(~Ctrl0) ? res_mult[3:0] : res_alu;
    MUX_4_1 mux(.I0(res_alu[7:4]), .I1(res_alu[7:4]), .I2(res_mult[7:4]), .I3(4'b0), .S({Ctrl1, Ctrl0}), .Y(ResH));
endmodule
`timescale 1ns / 1ps
module Multiplier #(
    parameter N = 4
)(
    input [N-1:0] A, B,
    output [2*N-1:0] P
);
    genvar i, j;
    wire [N-1:0] prod[0:N-1];
    wire [N-1:0] partial[0:N-1];
    generate
        for(i=0; i<N; i=i+1) begin
            assign prod[i] = {N{B[i]}} & A;
        end
        assign partial[0] = {1'b0, prod[0][N-1:1]};
        assign P[0] = prod[0][0];
        for(i=1; i<N; i=i+1) begin
            RCA #(.N(N)) rca1(
                .A(partial[i-1]),
                .B(prod[i]),
                .Cin(1'b0),
                .S({partial[i][N-2:0], P[i]}),
                .Cout(partial[i][N-1])
            );
        end
    endgenerate
    assign P[2*N-1:N] = partial[N-1];
endmodule
module signedMultiplier #(
    parameter N = 4
)(
    input [N-1:0] A, B,
    output [2*N-1:0] P
);
    genvar i, j;
    wire [N-1:0] Amag, Bmag;
    wire A_cout, B_cout, P_cout, outsign;
    wire [2*N-1:0] Pmag;
    RCA #(.N(N)) rca_A(.A(A^{N{A[N-1]}}), .B({N{1'b0}}), .Cin(A[N-1]), .S(Amag), .Cout(A_cout));
    RCA #(.N(N)) rca_B(.A(B^{N{B[N-1]}}), .B({N{1'b0}}), .Cin(B[N-1]), .S(Bmag), .Cout(B_cout));
    assign outsign = A[N-1]^B[N-1];
    wire [N-1:0] prod[0:N-1];
    wire [N-1:0] partial[0:N-1];
    generate
        for(i=0; i<N; i=i+1) begin
            assign prod[i] = {N{Bmag[i]}} & Amag;
        end
        assign partial[0] = {1'b0, prod[0][N-1:1]};
        assign Pmag[0] = prod[0][0];
        for(i=1; i<N; i=i+1) begin
            RCA #(.N(N)) rca1(
                .A(partial[i-1]),
                .B(prod[i]),
                .Cin(1'b0),
                .S({partial[i][N-2:0], Pmag[i]}),
                .Cout(partial[i][N-1])
            );
        end
    endgenerate
    assign Pmag[2*N-1:N] = partial[N-1];
    RCA #(.N(2*N)) rca_out(.A(Pmag^{2*N{outsign}}), .B({2*N{1'b0}}), .Cin(outsign), .S(P), .Cout(P_cout));
endmodule

==> ci_impl_report.md <==
### Flow metrics

| Metric | Value |
|---|---|
| Status | `completed` |
| All-layer global routing usage | `4.332%` |
| Critical path class | `in -> out` |
| Die Footprint | `around 11,000 um2` |
| Vias | `848` |
| Die Ht | `105 um` |
| Crit path to | `Zero` |
| Pint | `0.07404 mW` |
| Core Area | `6907 um2` |
| N_diodes | `0` |
| Crit path DRT | `7680 ps` |
| Placer congestion estimate | `around 0.81` |
| Fmax | `approximately 110 MHz` |
| Slew Viols, Final | `0` |
| Area leader, netlist | `fa_1` |
| WL/cell | `9.657 um` |
| Detailed Route WL | `approximately 2.4 mm` |
| Vias in the first global route | `898` |
| Antenna-violating nets left | `0` |
| Max cap viols | `0` |
| Total grt overflow | `0` |
| Final HPWL DP | `~2.2 mm` |
| Post-Syn Area | `1117 um2` |
| Tcrit/Tclk final | `97.30%` |
| Crit path DAT | `between 7000 and 8000 ps` |
| VDD IR max | `0.02041 mV` |
| Combinational Power Share | `~100%` |
| OpenROAD warning count | `39` |
| Global-route wire length before repair | `4.140 mm` |
| Hold Slack | `4786 ps` |
| FFs & Latches | `0` |
| Register Area | `0 um2` |
| Max-slew headroom | `between 60% and 70%` |
| 1st-iter DRT viols | `17` |
| Part of the power in registers | `0%` |
| CP cell instances | `dlygate4sd2_1 -> inv_2 -> ha_4 -> ha_1 -> and2_1 -> ha_1 -> inv_1 -> fa_2 -> fa_1 -> fa_2 -> fa_2 -> fa_1 -> fa_2 -> inv_2 -> fa_1 -> xnor2_1 -> ha_2 -> xor2_2 -> xnor2_1 -> a221oi_2 -> and3_1 -> clkdlybuf4s50_1` |
| Largest net degree at the start of global routing | `12` |
| Pwr per Cell Area | `83.52 nW/um2` |
| Commonest cells in the netlist | `ha_1, inv_1, fa_1` |
| IO Pins | `21` |
| Synth warn | `6` |
| RSZ-0062 raised after global routing | `no` |
| Drt pass-1 iters | `4` |
| Number of clock buffers in the layout | `0` |
| CP startpoint kind | `input pin` |
| CP Capture Type | `primary output` |
| Syn Area/Cell | `roughly 9.3 um2` |
| Most frequent CP cell | `fa_2` |
| Initial antenna violation count | `0` |
| Via density | `3.419` |
| Core Util at FP | `~16%` |
| Yosys Instances | `approximately 120` |
| Area Overhead vs Synth | `42.55%` |
| Seq/Total Area, Yosys | `0%` |
| Final hold viol count | `0` |
| Synth cell types | `25` |
| Hold Crit Class | `in -> out` |
| NetSw | `0.05899 mW` |
| Fillers | `around 750` |
| Layout cells sized above 1 | `between 20% and 30%` |
| Top cells, area | `fa_1, ha_1, xnor2_1` |
| Post-DP Area | `1524 um2` |
| Crit path time final | `9341 ps` |
| # DRC | `0` |
| Area leader share | `28.67%` |
| Final setup vio count | `0` |
| Post-Layout Inst Area | `about 1600 um2` |
| Leak | `0.7330 nW` |
| Max stage delay on crit path | `490 ps` |
| Crit Path Max Fanout | `2` |
| Part of the total power dissipated in the clock network | `0%` |
| Number of cell rows | `30` |
| Tightest Pin Transition | `between 400 and 500 ps` |
| Top-count cell post-synth | `ha_1` |
| Yosys stat area | `1117 um2` |
| Die extent in x | `105 um` |
| Port Buf Inserts | `21` |
| Sw frac | `44.34%` |
| Post-Synthesis Cells | `120` |
| Critical Path Start | `A[0]` |
| Worst-path cell with the longest stage delay | `fa_1` |
## power by group through the flow
| stage | registers (mW) | clock network [mW] | logic [mW] |
|---|---|---|---|
| CTS | 0 | 0 | 0.134 |
| global route | 0 | 0 | 0.152 |
| finish | 0 | 0 | 0.133 |
## worst min path at each step
stage | slack (ps) | cells after the start | start | to
final | 4790 | 5 | B[0] | ResL[0]
after global routing | 4880 | 5 | B[0] | ResL[0]
after CTS | 4810 | 5 | B[0] | ResL[0]
## cell families after synthesis
| family | synth area share [%] |
|---|---|
| adder cells (fa/ha/maj) | 51.06 |
| AND/OR/NAND/NOR | 12.21 |
| AND-OR/OR-AND | 5.822 |
| buffers and inverters | 8.959 |
| multiplexers | 5.375 |
| XOR/XNOR | 16.57 |
## per-stage QoR
stage	setup WS [ps]	total power, mW	setup TNS [ps]	util [%]	std cells
6_report	258.8	0.1330	0	23.06	248
4_1_cts	28.72	0.1344	0	22.70	248
2_1_floorplan	894.6	0.07866	0	-	120
3_5_place_dp	-258.5	0.1303	-325.4	22.07	247
5_1_grt	5.419	0.1521	0	23.06	248
3_3_place_gp	-189.1	0.1294	-221.9	22.07	247
## repair_timing
action	CTS	global route
setup endpoints to repair	2	2
buffers inserted	1	0
pin swaps	17	7
resized	15	9
cloned	0	0
hold buffers	0	0
## critical path, delay by kind of cell
| kind | cells | cell delay [ps] |
|---|---|---|
| xor gates and xnor gates | 3 | 460 |
| AOI/OAI and AO/OA | 1 | 210 |
| adders and majority gates | 11 | 3650 |
| buffers and inverters | 5 | 870 |
| and+or+nand+nor | 2 | 330 |
## routing by layer
metal / global-route usage, % / vias to the layer above / wire [um]
met5: 0 / - / 0
met2: 6.806 / 14 / 1015
li1: - / 439 / -
met3: 0.7453 / 0 / 115
met1: 6.441 / 395 / 1265
met4: 0 / 0 / 0
## layout make-up
class                           instances  area, um2  area share (%)
Inverter                               19      71.32           4.478
Multi-Input combinational cell         97       1086           68.19
Timing Repair Buffer                   36      315.3           19.80
Tap cell                               96      120.1           7.541
## cells in the final DEF, fill, tap and decap left out
cell,netlist,layout
a21o_1,2,2
a21oi_1,1,1
a221oi_2,1,1
a22o_2,1,1
a31oi_1,1,1
and2_1,6,6
and3_1,1,1
buf_4,1,15
clkbuf_2,0,2
clkdlybuf4s50_1,0,15
dlygate4sd2_1,0,2
dlymetal6s2s_1,0,2
fa_1,16,11
fa_2,0,5
ha_1,20,17
ha_2,0,1
ha_4,0,2
inv_1,19,17
inv_2,0,2
mux2i_1,6,6
nand2_1,10,10
nand2b_1,1,1
nand3_1,1,1
nor2_1,6,6
nor2b_1,2,2
nor4b_2,0,1
o21ai_0,1,1
o2bb2ai_1,1,1
xnor2_1,10,8
xnor2_2,0,2
xnor2_4,1,1
xor2_1,8,7
xor2_2,0,1
No activity file was given, so power comes from the tool's default toggle rates.
