`design/flow/constraint.sdc`:
```
current_design Multiplier

set clk_period 5.1
set clk_io_pct 0.2

create_clock -name clk0 -period $clk_period

set non_clock_inputs [all_inputs -no_clocks]
set_input_delay [expr $clk_period * $clk_io_pct] -clock clk0 $non_clock_inputs
set_output_delay [expr $clk_period * $clk_io_pct] -clock clk0 [all_outputs]
```
`design/flow/config.mk`:
```
export PLATFORM = sky130hd
export DESIGN_NAME = Multiplier
export DESIGN_NICKNAME = Multiplier
export VERILOG_FILES = /design/flow/design.v
export SDC_FILE = /design/flow/constraint.sdc
export NUM_CORES = 4
export LEC_CHECK = 1
export CORE_AREA = 10 10 70 70
export DIE_AREA = 0 0 80 80
```
`design/flow/design.v`:
```
`timescale 1ns / 1ps
module HA (
    input A, B,
    output S, Cout
);
    assign S = A^B;
    assign Cout = A&B;
endmodule
module FA (
    input A, B, Cin,
    output S, Cout
);
    assign S = A^B^Cin;
    assign Cout = (A&B) | (B&Cin) | (Cin&A);
endmodule
module RCA #(
    parameter N = 4
)(
    input [N-1:0] A, B,
    input Cin,
    output [N-1:0] S,
    output Cout
);
    genvar i;
    wire [N-1:0] C;
    assign Cout = C[N-1];
    FA fa0(.A(A[0]), .B(B[0]), .Cin(Cin), .S(S[0]), .Cout(C[0]));
    generate
    for(i=1; i<N; i=i+1) begin
        FA fa(.A(A[i]), .B(B[i]), .Cin(C[i-1]), .S(S[i]), .Cout(C[i]));
    end
    endgenerate
endmodule
module RCA_SUB #(
    parameter N = 4
)(
    input [N-1:0] A, B,
    input Bin,
    output [N-1:0] D,
    output Bout
);
    wire [N-1:0] B_comp = ~B;
    wire temp;
    assign Bout = ~temp;
    RCA #(.N(N)) rca(.A(A), .B(B_comp), .Cin(~Bin), .S(D), .Cout(temp));
endmodule
module adder_2s_comp #(
    parameter N = 4
)(
    input [N-1:0] A, B,
    input Cin,
    output [N-1:0] S,
    output Ov, Cout
);
    genvar i;
    wire [N-1:0] C;
    FA fa0(.A(A[0]), .B(B[0]), .Cin(Cin), .S(S[0]), .Cout(C[0]));
    generate
    for(i=1; i<N; i=i+1) begin: fa
        FA fa(.A(A[i]), .B(B[i]), .Cin(C[i-1]), .S(S[i]), .Cout(C[i]));
    end
    endgenerate
    assign Cout = C[N-1];
    assign Ov = C[N-2]^C[N-1];
endmodule
`timescale 1ns / 1ps
module Multiplier #(
    parameter N = 4
)(
    input [N-1:0] A, B,
    output [2*N-1:0] P
);
    genvar i, j;
    wire [N-1:0] prod[0:N-1];
    wire [N-1:0] partial[0:N-1];
    generate
        for(i=0; i<N; i=i+1) begin
            assign prod[i] = {N{B[i]}} & A;
        end
        assign partial[0] = {1'b0, prod[0][N-1:1]};
        assign P[0] = prod[0][0];
        for(i=1; i<N; i=i+1) begin
            RCA #(.N(N)) rca1(
                .A(partial[i-1]),
                .B(prod[i]),
                .Cin(1'b0),
                .S({partial[i][N-2:0], P[i]}),
                .Cout(partial[i][N-1])
            );
        end
    endgenerate
    assign P[2*N-1:N] = partial[N-1];
endmodule
module signedMultiplier #(
    parameter N = 4
)(
    input [N-1:0] A, B,
    output [2*N-1:0] P
);
    genvar i, j;
    wire [N-1:0] Amag, Bmag;
    wire A_cout, B_cout, P_cout, outsign;
    wire [2*N-1:0] Pmag;
    RCA #(.N(N)) rca_A(.A(A^{N{A[N-1]}}), .B({N{1'b0}}), .Cin(A[N-1]), .S(Amag), .Cout(A_cout));
    RCA #(.N(N)) rca_B(.A(B^{N{B[N-1]}}), .B({N{1'b0}}), .Cin(B[N-1]), .S(Bmag), .Cout(B_cout));
    assign outsign = A[N-1]^B[N-1];
    wire [N-1:0] prod[0:N-1];
    wire [N-1:0] partial[0:N-1];
    generate
        for(i=0; i<N; i=i+1) begin
            assign prod[i] = {N{Bmag[i]}} & Amag;
        end
        assign partial[0] = {1'b0, prod[0][N-1:1]};
        assign Pmag[0] = prod[0][0];
        for(i=1; i<N; i=i+1) begin
            RCA #(.N(N)) rca1(
                .A(partial[i-1]),
                .B(prod[i]),
                .Cin(1'b0),
                .S({partial[i][N-2:0], Pmag[i]}),
                .Cout(partial[i][N-1])
            );
        end
    endgenerate
    assign Pmag[2*N-1:N] = partial[N-1];
    RCA #(.N(2*N)) rca_out(.A(Pmag^{2*N{outsign}}), .B({2*N{1'b0}}), .Cin(outsign), .S(P), .Cout(P_cout));
endmodule
```
`design/flow/run.sh`:
```
#!/bin/bash
# OpenROAD 26Q1-2900-gdf79404cd8, Yosys 0.63+post, stock flow scripts
make -C /OpenROAD-flow-scripts/flow DESIGN_CONFIG=/design/flow/config.mk WORK_HOME=/design/flow/orfs finish
```
==> reports/highlights.md <==
Power and ir drop
• 94.9 nW/µm² — cell area power density
• 0.0181 mV — IR drop worst, VDD
• 0.298 nW — Leak
• 59.8 µW — total power after layout

Clocking
• 0 — # hold bufs at CTS
• 0 — # Post-CTS Setup Buffers

Setup path
• output port — element type at the critical path end
• 4.32 ns — Crit path arrival time
• adder cells — category of cells accounting for the largest share of critical-path delay
• 10 — Buffers & Inverters on Critical Path
• 4.08 ns — Worst Path Required
• 0.49 ns — Largest stage delay, worst path
• in -> out — Worst Path Class, Setup
• sky130_fd_sc_hd__fa_1 — critical-path cell with the highest stage delay
• 2 — Worst Path Max Fanout
• sky130_fd_sc_hd__inv_2 — Most Frequent Cell on Critical Path
• input pin — Critical Path Start Type
• buf_6 -> and2_4 -> ha_4 -> inv_2 -> fa_2 -> inv_2 -> fa_1 -> inv_2 -> fa_2 -> inv_2 -> fa_2 -> inv_2 -> fa_1 -> inv_2 -> fa_2 -> inv_2 -> fa_1 -> inv_1 -> buf_2 — Critical Path, Cell by Cell

Detailed routing
• 893 µm — post-detailed-routing wire length
• 3 — Iteration-0 DRC Markers
• 8.12 µm — average wire per standard cell
• 0 — Routed Antenna Nets
• 0 — DRC
• 0 — diode insertion count for antenna repair
• 2 — number of iterations in the first detailed-routing pass
• 319 — via count
• 2.90 — post-detailed-route via-to-cell ratio

Placed design
• 627 µm² — cell area reported after detailed placement
• 110 — count of placed standard cells including taps
• 849 µm — dpl hpwl
• 16 — I/O Buffers
• 0.735 — RD Place Congestion

Floorplan
• 0.117 — starting density of the core
• 80 µm — horizontal extent of the die
• 3420 µm² — area inside the core boundary
• 6400 µm² — chip area
• 80 µm — floorplan die height
• 21 — Rows
• 16 — Top-Level Pins

GRT
• 0.0317 — total routing usage reported by global routing
• 0 — antenna violations before repair
• 398 — number of global-route vias before repair
• 5 — maximum number of pins on one net before global-route repair
• 0 — total congestion overflow
• 1.69 mm — wire length of the first global-routing pass

Timing
• 187 MHz — maximum clock rate
• 0 — number of hold violations in the final report
• yes — unrepaired setup endpoints after global routing
• 0.903 — Max transition margin
• 2.74 ns — final-layout worst hold slack
• -0.391 ns — total negative slack
• 0.145 ns — transition at the pin with the smallest max-transition slack
• 1.05 — final cycle utilization of the critical path
• 0 — final-report max-slew violation count
• 5.34 ns — final worst path period need
• 2 — setup violators final
• -0.244 ns — final setup margin

Cells and area
• 0 — number of sequential cells in the layout
• 110 — tally of non-filler cells in the final layout
• 387 — fill count
• 333 µm² — area of the multi-input gates
• 631 µm² — total non-filler cell area in the finished layout
• 0 — count of clock-net buffers in the final layout
• 0 µm² — register area
• 58.0% — synthesis-to-finish area growth
• 0.469 — share of post-route cells with drive strength above 1

Yosys
• sky130_fd_sc_hd__fa_1 — area leader, netlist
• 48 — cells after synthesis
• sky130_fd_sc_hd__fa_1 (40%), sky130_fd_sc_hd__and2_1 (17%), sky130_fd_sc_hd__buf_4 (13%), sky130_fd_sc_hd__ha_1 (13%), sky130_fd_sc_hd__inv_1 (12%) — ranking of synthesized cells by area
• 399 µm² — Syn Std Cell Area
• 48 — cell count listed in synth_stat.txt
• 0.401 — top-area cell type share of the netlist area
• sky130_fd_sc_hd__inv_1 — cell with the most instances after synthesis
• 1 — tally of yosys warning messages
• 0 — sequential fraction of the synthesis area
• 399 µm² — synthesized chip area reported by yosys
• 8.32 µm² — Avg Synthesized Cell Area
• 6 — distinct lib cells
• sky130_fd_sc_hd__inv_1 (13), sky130_fd_sc_hd__and2_1 (11), sky130_fd_sc_hd__fa_1 (8) — leading cell types by count after synthesis

Status
• setup timing — violated checks
• complete, but fails checks — status

Hold path
• in -> out — type of the most critical hold path

Flow run
• 0 — max-cap violations
• 35 — OpenROAD warnings

## logic make-up after synthesis
family	Yosys count	share of synthesized area
adders and majority gates	12	0.527
and+or+nand+nor	16	0.219
buffers and inverters	20	0.254
## worst paths after layout
| path | startpoint | end | slack, ns | cells after the start |
|---|---|---|---|---|
| worst min-delay path | A[1] | P[4] | 2.74 | 5 |
| worst max-delay path | A[0] | P[6] | -0.24 | 19 |
## metrics by stage
| stage | util | worst slack [ns] |
|---|---|---|
| floorplan | - | -0.127 |
| global placement | 0.184 | -1.04 |
| detailed placement | 0.184 | -1.05 |
| CTS | 0.184 | -0.361 |
| global route | 0.185 | -0.417 |
| finish | 0.185 | -0.244 |
## layout make-up
| class | instances | share of cell area |
|---|---|---|
| inverters | 13 | 0.0774 |
| multi-input cells | 28 | 0.528 |
| repair buffers | 23 | 0.304 |
| well taps | 46 | 0.0913 |
## cells in the final DEF, fill, tap and decap left out, types with 4 or more instances in the layout
| master | count |
|---|---|
| sky130_fd_sc_hd__and2_1 | 8 |
| sky130_fd_sc_hd__inv_2 | 7 |
| sky130_fd_sc_hd__clkdlybuf4s50_1 | 7 |
| sky130_fd_sc_hd__buf_4 | 7 |
| sky130_fd_sc_hd__inv_1 | 6 |
| sky130_fd_sc_hd__fa_2 | 5 |
| sky130_fd_sc_hd__nand2_1 | 4 |
| sky130_fd_sc_hd__buf_2 | 4 |
## timing repair
action	CTS	global route
setup endpoints to repair	4	3
pin swaps	11	6
gates resized	38	1
## layer usage
metal	global-route usage	routed length (µm)
met3	0.00909	64
met1	0.0337	349
met2	0.0626	479
met5	0	0
met4	0	0
## where the power goes
group / internal [mW] / total [mW] / switching, mW
logic: 0.0374 / 0.0598 / 0.0224
clock network: 0 / 0 / 0
registers: 0 / 0 / 0
No activity file was given, so power comes from the tool's default toggle rates.
