--- flow/config.mk ---
export PLATFORM = sky130hd
export DESIGN_NAME = divider
export DESIGN_NICKNAME = divider
export VERILOG_FILES = /design/flow/design.v
export SDC_FILE = /design/flow/constraint.sdc
export NUM_CORES = 4
export LEC_CHECK = 1
export CORE_AREA = 10 10 70 70
export DIE_AREA = 0 0 80 80
--- flow/run.sh ---
#!/bin/bash
# OpenROAD 26Q1-2900-gdf79404cd8, Yosys 0.63+post, stock flow scripts
make -C /OpenROAD-flow-scripts/flow DESIGN_CONFIG=/design/flow/config.mk WORK_HOME=/design/flow/orfs finish
--- flow/constraint.sdc ---
current_design divider

set clk_period 1.3
set clk_io_pct 0.2

create_clock -name clk0 -period $clk_period [get_ports {clk}]

set non_clock_inputs [all_inputs -no_clocks]
set_input_delay [expr $clk_period * $clk_io_pct] -clock clk0 $non_clock_inputs
set_output_delay [expr $clk_period * $clk_io_pct] -clock clk0 [all_outputs]
--- flow/design.v ---
`timescale 1ns / 1ps
module HA (
    input A, B,
    output S, Cout
);
    assign S = A^B;
    assign Cout = A&B;
endmodule
module FA (
    input A, B, Cin,
    output S, Cout
);
    assign S = A^B^Cin;
    assign Cout = (A&B) | (B&Cin) | (Cin&A);
endmodule
module RCA #(
    parameter N = 4
)(
    input [N-1:0] A, B,
    input Cin,
    output [N-1:0] S,
    output Cout
);
    genvar i;
    wire [N-1:0] C;
    assign Cout = C[N-1];
    FA fa0(.A(A[0]), .B(B[0]), .Cin(Cin), .S(S[0]), .Cout(C[0]));
    generate
    for(i=1; i<N; i=i+1) begin
        FA fa(.A(A[i]), .B(B[i]), .Cin(C[i-1]), .S(S[i]), .Cout(C[i]));
    end
    endgenerate
endmodule
module RCA_SUB #(
    parameter N = 4
)(
    input [N-1:0] A, B,
    input Bin,
    output [N-1:0] D,
    output Bout
);
    wire [N-1:0] B_comp = ~B;
    wire temp;
    assign Bout = ~temp;
    RCA #(.N(N)) rca(.A(A), .B(B_comp), .Cin(~Bin), .S(D), .Cout(temp));
endmodule
module adder_2s_comp #(
    parameter N = 4
)(
    input [N-1:0] A, B,
    input Cin,
    output [N-1:0] S,
    output Ov, Cout
);
    genvar i;
    wire [N-1:0] C;
    FA fa0(.A(A[0]), .B(B[0]), .Cin(Cin), .S(S[0]), .Cout(C[0]));
    generate
    for(i=1; i<N; i=i+1) begin: fa
        FA fa(.A(A[i]), .B(B[i]), .Cin(C[i-1]), .S(S[i]), .Cout(C[i]));
    end
    endgenerate
    assign Cout = C[N-1];
    assign Ov = C[N-2]^C[N-1];
endmodule
`timescale 1ns/1ps
module divider #(
    parameter integer N = 4
) (
    input clk, rst,
    input [N-1:0] divisor, dividend,
    output reg [N-1:0] quotient = 0,
    output reg [2*N-1:0] remainder = 0,
    output done, error
);
    localparam integer counter_size = $clog2(N)+1;
    reg [counter_size-1:0] counter = {counter_size{1'b0}};
    reg en = 1'b1;
    reg [2*N-1:0] dvsr;
    wire [2*N-1:0] temp;
    wire temp_bit;
    assign done = ~en;
    assign error = ~(|divisor);
    always @(posedge clk or negedge rst) begin
        if(~rst) begin
            en <= 1'b1;
            counter <= {counter_size{1'b0}};
            quotient <= {N{1'b0}};
            remainder <= {{N{1'b0}}, dividend};
            dvsr <= {divisor, {N{1'b0}}};
        end
        else if(error) begin
            en <= 1'b0;
            counter <= {counter_size{1'b0}};
            quotient <= {N{1'b0}};
            remainder <= {2*N{1'b0}};
        end
        else if(en) begin
            if(counter == N) en <= 1'b0;
            counter <= counter+1;
        end
    end
    RCA_SUB #(.N(2*N)) subtractor (.A(remainder), .B(dvsr), .Bin(1'b0), .D(temp), .Bout(temp_bit));
    always @(posedge clk) begin
        if(en) begin
            quotient <= {quotient[N-2:0], ~temp_bit};
            remainder <= (temp_bit)?(remainder):(temp);
            dvsr <= {1'b0, dvsr[2*N-1:1]};
        end
    end
endmodule
==> results.txt <==
run metrics: run status=complete, no violations, reg2reg start=counter[0], endpoints failing setup=0, Worst setup EP type=output port, Syn-to-layout area delta=38.1%, Top cell excl fill/tap=conb_1, post-DR vias/cell=2.29, Core Region=3420 um^2, die width=80 um, most instantiated logic cells after routing=conb_1, dlygate4sd2_1, clkbuf_4, dfrtp_1, buf_4, IO Pins=24, H-tree depth=1, chip area in the Yosys report=309 um^2, initial antenna violation count=0, Cell Area, Placed=403 um^2, row count=21, crit path kind=reg2out, Clock Tree Buf Depth=2, clock transition at the registers of the reported paths=0.04 ns, number of global-route vias before repair=255, Max FO, Critical Path=2, total gr overflow=0, CTS tree=yes, Die Y=80 um, DR vias=206, setup TNS=0 ns, critical path's slowest cell=dfstp_2, Arrival @ worst endpoint=0.96 ns, Max Slew Vio Count=0, layout cells sized above 1=25.0%, mean post-synth cell area=9.97 um^2, clock latency (worst-skew pair)=0.24 ns, crit path launch type=flip-flop, HP Class=in2async, DRT Pass-1 Iters=2, clk root buf=clkbuf_4, yosys cell count=31, Synth Cell Area=309 um^2, crit share post-route=93.6%, Fmax=0.822 GHz, fin crit period=1.22 ns, maximum VDD drop=421 uV, first-pass GRT wire length=979 um, gpl congestion=0.709, Core Util at FP=9.05%, Setup Skew=0.00558 ns, die area=6400 um^2, number of port buffers=7, pwr/cell area=1110 nW/um^2, clock sinks=4, Worst path top cell family by delay=flip-flops, Critical Path, Cell by Cell=inv_2 -> clkdlybuf4s15_1, # DRC=0, Fin. Hold Viols=0, CP max stage delay=0.53 ns, RSZ-0062 raised after global routing=no, Synth Warn #=43, Inserted Diodes=0, R2R cell count=3, largest net degree at the start of global routing=5, final wirelength=627 um, r2r endpoint=counter[2], DR WL/cell=6.97 um, Post-synth seq share=32.8%, count of tool warnings=30, initial drt markers=2, Pleak=0.194 nW, FF+latch count, synth=4, Cell Type Count=14, Reg2Reg Setup Slack=0.26 ns, final hold slack=0.217 ns, WP buf/inv=2, number of max-cap violations=0, GRT Total Usage=1.86%, TritonCTS Buffers=3, Crit path required time=1.04 ns, Final ANT Viol Nets=0, Syn Inst Count=31, Post-Layout Inst Area=427 um^2
==> layout make-up <==
type,count,area [um^2]
Sequential cell,4,101
Timing Repair Buffer,10,82.6
Tap cell,46,57.6
Multi-Input combinational cell,23,148
Inverter,3,11.3
Clock buffer,4,26.3
Fill cell,405,2990
==> cells in the mapped netlist <==
master / number / share of area [%]
buf_4: 12 / 29
dfrtp_1: 3 / 24
inv_1: 3 / 3.6
ha_1: 2 / 8.1
nor2_1: 2 / 2.4
a211oi_1: 1 / 2.4
a21bo_2: 1 / 3.2
a21oi_1: 1 / 1.6
conb_1: 1 / 1.2
dfstp_2: 1 / 8.5
mux2i_1: 1 / 3.2
nand3b_1: 1 / 2.4
nor4_4: 1 / 6.9
xnor2_1: 1 / 2.8
==> metal layers <==
metal | wire (um) | up-vias | track usage [%]
li1 | - | 99 | -
met1 | 293 | 91 | 2.14
met2 | 262 | 16 | 2.73
met3 | 71 | 0 | 1.25
met4 | 0 | 0 | 0.528
met5 | 0 | - | 0
==> cell families (layout without fill, tap and decap cells) <==
group                    Yosys count  count (layout)  synth area share [%]
flip-flops                         4               4                  32.8
AND-OR/OR-AND                      3               3                  7.29
multiplexers                       1               1                  3.24
AND/OR/NAND/NOR                    4               4                  11.7
buffers and inverters             15              17                  32.8
XOR/XNOR                           1               1                  2.83
other                              1              12                  1.21
adder cells (fa/ha/maj)            2               2                  8.10
==> worst max path at each step <==
stage	cells after the start	to	from
4_1_cts	2	done	en
5_1_grt	3	error	divisor[0]
6_report	2	done	en
==> report_power, final <==
part           internal (mW)  switching [mW]
logic                 0.0604          0.0539
clock network          0.115          0.0552
registers              0.158          0.0292
==> stage by stage <==
stage | instances | worst slack [ns] | power (mW) | util (%)
floorplan | 42 | 0.332 | 0.280 | -
global placement | 85 | -0.522 | 0.295 | 11.8
detailed placement | 85 | -0.527 | 0.310 | 11.8
CTS | 90 | 0.00000910 | 0.485 | 12.5
global route | 90 | 0.0228 | 0.520 | 12.5
finish | 90 | 0.0830 | 0.473 | 12.5
==> sequential cells by signal (all words and copies together), names as in the netlist <==
| register | flops |
|---|---|
| en | 1 |
| counter | 3 |
==> worst reg2reg max path, cell delays in order (launching register included) <==
cell and delay, ns:
dfrtp_1 0.40, ha_1 0.22, a21bo_2 0.21, a21oi_1 0.13
==> what timing repair did <==
item / CTS / global route
endpoints found under the hold margin: 0 / 0
pin swaps: 1 / 0
resized: 9 / 1
hold buffers: 0 / 0
buffers inserted: 1 / 0
setup endpoints to repair: 2 / 1
Power figures rest on the tool's default switching activity, not on a simulated workload.
